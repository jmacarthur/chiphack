### flow/run.sh
#!/bin/bash
# OpenROAD 26Q1-2900-gdf79404cd8, Yosys 0.63+post, stock flow scripts
make -C /OpenROAD-flow-scripts/flow DESIGN_CONFIG=/design/flow/config.mk WORK_HOME=/design/flow/orfs finish
### flow/config.mk
export PLATFORM = sky130hd
export DESIGN_NAME = uart
export DESIGN_NICKNAME = uart
export VERILOG_FILES = /design/flow/design.v
export SDC_FILE = /design/flow/constraint.sdc
export NUM_CORES = 4
export LEC_CHECK = 1
export CORE_AREA = 10 10 100 100
export DIE_AREA = 0 0 110 110
### flow/constraint.sdc
current_design uart

set clk_period 2.9
set clk_io_pct 0.2

create_clock -name clk0 -period $clk_period [get_ports {clk}]

set non_clock_inputs [all_inputs -no_clocks]
set_input_delay [expr $clk_period * $clk_io_pct] -clock clk0 $non_clock_inputs
set_output_delay [expr $clk_period * $clk_io_pct] -clock clk0 [all_outputs]
### flow/design.v
module uart(  input clk,
              input next_ed,
              input button,
              output [3:0] led,
              output reg UART_TX,  
              output UART_GND);    
  reg [3:0] transmit_state;
  reg [7:0] transmit_data;
  reg 	     key1_reg;
  reg [3:0] word_state;
  wire 					reset;
  assign reset = ~button;
  assign UART_GND = 0;
  assign led = word_state;
  always @(posedge clk or posedge reset) begin
 	  if (reset) begin
 	     transmit_state <= 0;
 	     UART_TX <= 1;
 	     transmit_data <= 8'h30;
 	  end
 	  else begin
 	     case (transmit_state)
 	       0:
 		      begin
            if (next_ed == 1) begin
              transmit_state <= 1;
            end
 		      end
 	       1:
 		      begin
              UART_TX <= 0;
              transmit_state <= 2;
 		       end
 	       2,3,4,5,6,7,8,9:
 		      begin
         UART_TX <= transmit_data[transmit_state - 2];
         transmit_state <= transmit_state + 1;
 		      end
 	       10:
 		      begin
            UART_TX <= 1;
            transmit_state <= 0;
            if (word_state == 15) begin
              word_state <= 1;
 		        end
            else
              word_state <= word_state + 1;
            begin
            if (word_state == 1) begin
              transmit_state <= 1;
              word_state <= word_state + 1;
              transmit_data <= 8'h48;  
            end
            if (word_state == 2) begin
              transmit_state <= 1;
              word_state <= word_state + 1;
              transmit_data <= 8'h65;  
            end
            if (word_state == 3) begin
              transmit_state <= 1;
              word_state <= word_state + 1;
              transmit_data <= 8'h6c;  
            end
            if (word_state == 4) begin
              transmit_state <= 1;
              word_state <= word_state + 1;
              transmit_data <= 8'h6c;  
            end
            if (word_state == 5) begin
              transmit_state <= 1;
              word_state <= word_state + 1;
              transmit_data <= 8'h6f;  
            end
            if (word_state == 6) begin
              transmit_state <= 1;
              word_state <= word_state + 1;
              transmit_data <= 8'h2c;  
            end
            if (word_state == 7) begin
              transmit_state <= 1;
              word_state <= word_state + 1;
              transmit_data <= 8'h20;  
            end
            if (word_state == 8) begin
              transmit_state <= 1;
              word_state <= word_state + 1;
              transmit_data <= 8'h57;  
            end
            if (word_state == 9) begin
              transmit_state <= 1;
              word_state <= word_state + 1;
              transmit_data <= 8'h6f;  
            end
            if (word_state == 10) begin
              transmit_state <= 1;
              word_state <= word_state + 1;
              transmit_data <= 8'h72;  
            end
            if (word_state == 11) begin
              transmit_state <= 1;
              word_state <= word_state + 1;
              transmit_data <= 8'h6c;  
            end
            if (word_state == 12) begin
              transmit_state <= 1;
              word_state <= word_state + 1;
              transmit_data <= 8'h64;  
            end
            if (word_state == 13) begin
              transmit_state <= 1;
              word_state <= word_state + 1;
              transmit_data <= 8'h21;  
            end
            if (word_state == 14) begin
              transmit_state <= 1;
              word_state <= word_state + 1;
              transmit_data <= 8'hA;  
            end
            if (word_state == 15) begin
              transmit_state <= 0;
              word_state <= 1;
              transmit_data <= 8'hD;  
            end
          end
        end
 	       default:
 		       transmit_state <= 0;
 	     endcase
 	  end
  end
endmodule
==> flow_summary.yaml <==
# physical design summary
placement:
  dpl_cell_area_sq_um: 1410
  pre_cts_ws_ns: 0.768
  dp_hpwl_mm: 1.88
  io_buffers: 7
  globalplace.congestion: 0.817
  place_inst: 241
clock_network:
  cts_tree: "done"
  cts-resized-gates: 0
  clock_sinks: 16
  root_buffer: "clkbuf_8"
  hold_buffers: 0
  cts_buffers: 3
  clk_latency_ns: 0.25
  path_clk_slew_ns: 0.07
  cts_max_level: 1
  clockBufferDepth: 2
  cts_setup_buffers: 0
routing:
  n_antenna_cell: 0
  routedWlPerCell_microns: 10.5
  via_per_inst: 4.07
  routed_wl_mm: 2.57
  vias: 998
  first_pass_iters: 4
  first_iter_violations: 54
  drtAntennaViolNets: 0
  drc: 0
synth:
  ys_cells: 140
  top_cell_area_share_pct: 17.8
  yosysWarningCount: 1
  edf_count: 4
  top_cells_by_area: "dfrtp_1, ha_1, edfxtp_1"
  largest_area_cell: "dfrtp_1"
  synth_cells: 140
  ff_type: "dfrtp_1"
  ys.flops: 16
  yosys-top-cells-count: "nor2_1, inv_1, o21ai_0"
  synth.avg_cell_area_sq_um: 9.04
  synthArstFlopShare_pct: 75.0
  ys_chip_area_sq_um: 1260
  ys_seq_share_pct: 33.5
  ys_types: 50
  syn-cell-area_sq_um: 1260
  most_common_cell: "nor2_1"
setup_path:
  crit_type: "reg -> reg"
  critical_path_required_ns: 3.03
  slowest_delay_ns: 0.46
  path_delay_family: "AND-OR/OR-AND gates"
  cp_max_fo: 12
  crit_path_end_kind: "flop"
  crit_arrival_ns: 2.29
  crit_path_cell_trace: "inv_1 -> ha_1 -> nor3_2 -> a21oi_2 -> nand2_1 -> o32a_1"
  start_kind: "flop"
  crit_buf_inv: 1
  cpMaxStageDelayCell: "edfxtp_1"
pwr:
  power_density_nw_per_um2: 614
  p_leak_uw: 0.000553
  max-vdd-ir-drop_uv: 183
layout:
  comb_area_sq_um: 734
  syn_to_final_growth_pct: 14.9
  seqCellArea_sq_um: 424
  design_area_sq_um: 1450
  finalNonFillerCells: 245
  layout-drive-gt1-share_pct: 11.9
  final.fill_count: 861
global_routing:
  grt_max_degree: 18
  grt_pass1_vias: 874
  grt_use_total_pct: 4.30
  overflow: 0
  grt_pass1_wl_mm: 4.27
  antenna_found_initial: 0
sta:
  period_used_pct: 74.4
  fin_setup_tns_ns: 0
  worst_pin_slew_ns: 0.517
  fin_crit_ns: 2.16
  finalSetupViolCount: 0
  slew_headroom_pct: 65.5
  rsz0062_at_grt: "no"
  hold_violations: 0
  max_freq_mhz: 463
  maxSlewViolCount: 0
  fin_ws_ns: 0.742
  fin_skew_ns: 0.00562
outcome:
  status: "finished clean"
job:
  maxCapViolations: 0
  warning_count: 32
die:
  dieWidth_microns: 110
  dieArea_sq_um: 12100
  ios: 9
  initial_utilization_pct: 16.2
  die_h_microns: 110
  core_area_sq_um: 7810
  fp-row-count: 32
hold_path:
  holdCritPathClass: "reg -> reg"
-- registers in the layout, indices dropped and copies added, names as in the netlist --
| register | flops |
|---|---|
| UART_TX | 1 |
| transmit_data | 7 |
| transmit_state | 4 |
| word_state | 4 |
-- cell usage in the layout, fill, tap and decap left out, types with 3 or more instances in the layout --
cell | netlist | layout
nor2_1 | 13 | 13
inv_1 | 12 | 12
o21ai_0 | 11 | 11
ha_1 | 10 | 10
dfrtp_1 | 9 | 9
clkdlybuf4s50_1 | 0 | 7
a21oi_1 | 6 | 6
nand2_1 | 6 | 6
nand3_1 | 5 | 5
nor3_1 | 4 | 4
edfxtp_1 | 4 | 4
dfstp_2 | 3 | 3
o22ai_1 | 3 | 3
nand2b_1 | 3 | 3
xor2_1 | 3 | 3
clkbuf_8 | 0 | 3
-- logic make-up (layout without fill, tap and decap cells) --
| logic type | Yosys count | count (layout) | synth area share [%] |
|---|---|---|---|
| AND-OR/OR-AND | 41 | 41 | 22.8 |
| XOR/XNOR | 4 | 4 | 2.77 |
| adder cells (fa/ha/maj) | 10 | 10 | 9.89 |
| buffers and inverters | 21 | 24 | 8.41 |
| flip-flops | 16 | 16 | 33.5 |
| multiplexers | 3 | 3 | 3.46 |
| other | 1 | 1 | 0.296 |
| AND/OR/NAND/NOR | 44 | 44 | 18.9 |
-- final timing paths --
path	from	endpoint	slack, ns	depth (start not counted)
worst max-delay path	word_state[0]	transmit_data[0]	0.74	6
worst min-delay path	transmit_data[5]	transmit_data[5]	0.49	2
worst max register to register	word_state[0]	transmit_data[0]	0.74	6
worst min register to register	transmit_data[5]	transmit_data[5]	0.49	2
max in group asynchronous	button	transmit_data[4]	2.04	2
min in group asynchronous	button	transmit_data[6]	0.62	2
-- cell type report --
type                    instances  area share (%)
repair buffers                  8            5.34
clock buffers                   3            2.84
well taps                     102            8.78
inverters                      12            3.10
flip-flops and latches         16            29.2
multi-input cells             103            50.5
clock inverters                 1           0.258
-- stage by stage --
stage	hold WS (ns)	total power (uW)	utilization (%)
after floorplan	0.284	656	-
after global placement	0.487	734	18.0
after detailed placement	0.484	725	18.0
after CTS	0.492	901	18.6
after global routing	0.516	959	18.6
final	0.487	893	18.6
-- worst register-to-register path, stage by stage, from the launching register on --
cell	delay (ns)
edfxtp_1	0.46
inv_1	0.14
ha_1	0.38
nor3_2	0.09
a21oi_2	0.43
nand2_1	0.17
o32a_1	0.37
-- per-layer routing --
metal | vias to the layer above | global-route usage (%) | wire length [microns]
met3 | 0 | 1.65 | 205
li1 | 504 | - | -
met4 | 0 | 0.372 | 0
met1 | 465 | 6.74 | 1350
met5 | - | 0 | 0
met2 | 29 | 5.59 | 1020
-- power breakdown --
part | internal (uW) | switching (uW)
combinational | 173 | 203
sequential | 280 | 66.8
clock | 93.8 | 75.8
total | 547 | 346
Power is estimated from default activity; no workload was simulated.
