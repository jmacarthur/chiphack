<file path="flow/config.mk">
export PLATFORM = sky130hd
export DESIGN_NAME = lock
export DESIGN_NICKNAME = lock
export VERILOG_FILES = /design/flow/design.v
export SDC_FILE = /design/flow/constraint.sdc
export NUM_CORES = 4
export LEC_CHECK = 1
export CORE_AREA = 10 10 91 91
export DIE_AREA = 0 0 101 101
</file>
<file path="flow/constraint.sdc">
current_design lock

set clk_period 2.2
set clk_io_pct 0.2

create_clock -name clk0 -period $clk_period [get_ports {clk}]

set non_clock_inputs [all_inputs -no_clocks]
set_input_delay [expr $clk_period * $clk_io_pct] -clock clk0 $non_clock_inputs
set_output_delay [expr $clk_period * $clk_io_pct] -clock clk0 [all_outputs]
</file>
<file path="flow/design.v">
module lock(  input clk,
              output [3:0] led,
              input next_ed,
              input enter_ed
            );
  reg [03:00] count;
  reg [3:0] state_next, state;
  reg [03:00] password[03:00];
  reg [3:0] lockout_check;
  wire clk;
  assign led[3:0] = count;
  always @ (posedge clk) begin
    state <= state_next;
    if (count == 0) begin
      count <= 1;
      state_next <= 4'b0000;
      lockout_check = 0;
      password[0] <= 1;
      password[1] <= 2;
      password[2] <= 4;
      password[3] <= 8;
    end
    if (state == 4'b0000) begin
      if(next_ed == 1) begin                               
        if (count == 4'b1000) count <= 4'b0001;            
        else count <= count << 1;                          
      end
      else if (enter_ed == 1) begin                        
        count <= 4'b0001;                                  
        if (password[0] == count) state_next = 4'b0001;    
        else state_next <= 4'b0100;                        
      end
    end
    if (state == 4'b0001) begin
      if(next_ed == 1) begin                               
        if (count == 4'b1000) count <= 4'b0001;            
        else count <= count << 1;                          
      end
      else if (enter_ed == 1) begin                        
        count <= 4'b0001;                                  
        if (password[1] == count) state_next = 4'b0010;    
        else state_next <= 4'b0101;                        
      end
    end
    if (state == 4'b0010) begin
      if(next_ed == 1) begin                               
        if (count == 4'b1000) count <= 4'b0001;            
        else count <= count << 1;                          
      end
      else if (enter_ed == 1) begin                        
        count <= 4'b0001;                                  
        if (password[2] == count) state_next = 4'b0011;    
        else state_next <= 4'b0110;                        
      end
    end
    if (state == 4'b0011) begin
      if(next_ed == 1) begin                                
        if (count == 4'b1000) count <= 4'b0001;             
        else count <= count << 1;                           
      end
      else if (enter_ed == 1) begin                         
        count <= 4'b0001;                                   
        if (password[3] == count) state_next = 4'b1001;     
        else state_next <= 4'b0111;                         
        lockout_check <= lockout_check + 1;
      end
    end
    if (state == 4'b0100) begin
      if (next_ed == 1) begin
        if (count == 4'b1000) count <= 4'b0001;    
        else count <= count << 1;                  
      end
      else if (enter_ed == 1) begin
        count <= 1;
        state_next <= 4'b0101;                     
      end
    end
    if (state == 4'b0101) begin
      if (next_ed == 1) begin
        if (count == 4'b1000) count <= 4'b0001;    
        else count <= count << 1;                  
      end
      else if (enter_ed == 1) begin
        count <= 1;
        state_next <= 4'b0110;                     
      end
    end
    if (state == 4'b0110) begin
      if (next_ed == 1) begin
        if (count == 4'b1000) count <= 4'b0001;    
        else count <= count << 1;                  
      end
      else if (enter_ed == 1) begin
        count <= 1;
        state_next <= 4'b0111;                      
        lockout_check <= lockout_check + 1;
      end
    end
    if (state == 4'b0111) begin
      if (lockout_check == 3) begin  
        state_next <= 4'b1000;
      end
      else begin
        state_next <= 4'b0000;
      end
    end
    if (state == 4'b1000) begin
      count <= 15;
    end
    if (state == 4'b1001) begin
      count <= 12;
    end
  end
endmodule
</file>
<file path="flow/run.sh">
#!/bin/bash
# OpenROAD 26Q1-2900-gdf79404cd8, Yosys 0.63+post, stock flow scripts
make -C /OpenROAD-flow-scripts/flow DESIGN_CONFIG=/design/flow/config.mk WORK_HOME=/design/flow/orfs finish
</file>
==> impl_results.html <==
<h2>Synthesis and place &amp; route</h2>
<table>
<tr><th>Metric</th><th>Value</th></tr>
<tr><th colspan="2">Die</th></tr>
<tr><td>FP Util</td><td>0.142</td></tr>
<tr><td>Overall die area</td><td>0.0102 sq mm</td></tr>
<tr><td>Die X-Extent</td><td>101 microns</td></tr>
<tr><td>Die Y</td><td>between 100 and 150 microns</td></tr>
<tr><td>FP Rows</td><td>29</td></tr>
<tr><td>I/O pin count</td><td>7</td></tr>
<tr><td>Core area</td><td>0.00635 sq mm</td></tr>
<tr><th colspan="2">Final layout</th></tr>
<tr><td>Most numerous logic cells after layout</td><td>sky130_fd_sc_hd__dfxtp_1 (16), sky130_fd_sc_hd__nand2_1 (11), sky130_fd_sc_hd__clkdlybuf4s50_1 (6), sky130_fd_sc_hd__a21oi_1 (5)</td></tr>
<tr><td>Signed area change from the synthesized netlist to the final layout</td><td>22.9%</td></tr>
<tr><td>Layout cell share with drive strength beyond 1</td><td>0.143</td></tr>
<tr><td>Commonest Layout Cell</td><td>sky130_fd_sc_hd__dfxtp_1</td></tr>
<tr><td>Area of all placed cells without fillers</td><td>roughly 0.0011 sq mm</td></tr>
<tr><td>Fill cell count</td><td>approximately 700</td></tr>
<tr><th colspan="2">Place</th></tr>
<tr><td>Count of input and output buffers</td><td>6</td></tr>
<tr><td>DP Area</td><td>between 0.001 and 0.0015 sq mm</td></tr>
<tr><td>Placed wire-length estimate after detailed placement</td><td>1400 microns</td></tr>
<tr><td>Final GP Congestion</td><td>0.803</td></tr>
<tr><th colspan="2">Drt</th></tr>
<tr><td>Detailed-router iteration count before antenna repair</td><td>5</td></tr>
<tr><td>Vias</td><td>788</td></tr>
<tr><td>Initial drt markers</td><td>32</td></tr>
<tr><td>Number of inserted diodes</td><td>0</td></tr>
<tr><td>WL per Instance</td><td>~10 microns</td></tr>
<tr><td># DRC</td><td>0</td></tr>
<tr><td>Number of nets with antenna violations after routing</td><td>0</td></tr>
<tr><td>Total length of routed wires</td><td>1940 microns</td></tr>
<tr><td>Average via count per standard cell</td><td>4.17</td></tr>
<tr><th colspan="2">Timing</th></tr>
<tr><td>Endpoints failing hold</td><td>0</td></tr>
<tr><td>Slew of the pin with the lowest slew margin</td><td>0.590 ns</td></tr>
<tr><td>Highest achievable clock rate</td><td>538 MHz</td></tr>
<tr><td>Final number of max-transition violations</td><td>0</td></tr>
<tr><td>Final total negative setup slack</td><td>0 ns</td></tr>
<tr><td>Part of the cycle the worst path needs</td><td>0.844</td></tr>
<tr><td>Tmin final</td><td>1.86 ns</td></tr>
<tr><td>Unrepaired setup endpoints after global routing</td><td>false</td></tr>
<tr><td>Relative max-transition margin</td><td>0.606</td></tr>
<tr><td>Endpoints failing setup</td><td>0</td></tr>
<tr><td>Clock skew after layout</td><td>0.00446 ns</td></tr>
<tr><th colspan="2">Pwr</th></tr>
<tr><td>Power per unit of standard cell area</td><td>1310 mW/mm^2</td></tr>
<tr><td>Leakage</td><td>0.000384 uW</td></tr>
<tr><td>Peak supply drop</td><td>between 0.7 and 0.8 mV</td></tr>
<tr><th colspan="2">Clocking</th></tr>
<tr><td>Post-CTS Repair Setup Buffers</td><td>0</td></tr>
<tr><td>Total CTS buffers</td><td>3</td></tr>
<tr><td>Total clock sinks</td><td>16</td></tr>
<tr><td>Number of buffers inserted by hold repair at cts</td><td>0</td></tr>
<tr><td>Clock transition at the registers of the reported paths</td><td>around 0.07 ns</td></tr>
<tr><td>Max H-tree Level</td><td>1</td></tr>
<tr><td>TritonCTS clock tree</td><td>yes</td></tr>
<tr><td>Resize count post-CTS</td><td>0</td></tr>
<tr><td>Later-pin clock latency in the skew report</td><td>0.25 ns</td></tr>
<tr><td>Clk Tree Root Cell</td><td>sky130_fd_sc_hd__clkbuf_8</td></tr>
<tr><td>Max Buffers Root-to-Sink</td><td>2</td></tr>
<tr><th colspan="2">Yosys</th></tr>
<tr><td>Post-synthesis instance area</td><td>901 sq um</td></tr>
<tr><td>Number of synthesis warnings</td><td>2</td></tr>
<tr><td>Count of state elements after synthesis</td><td>16</td></tr>
<tr><td>Most frequently used flop master after synthesis</td><td>sky130_fd_sc_hd__dfxtp_1</td></tr>
<tr><td>Avg Inst Size Synth</td><td>8.50 sq um</td></tr>
<tr><td>Number of flops mapped to enable cells by yosys</td><td>0</td></tr>
<tr><td>Post-synth area from yosys stat</td><td>901 sq um</td></tr>
<tr><td># Cells Yosys</td><td>106</td></tr>
<tr><td>Cells taking the most area after synthesis</td><td>sky130_fd_sc_hd__dfxtp_1 (36%), sky130_fd_sc_hd__nand2_1 (4.6%), sky130_fd_sc_hd__nor4b_2 (3.3%)</td></tr>
<tr><td>Cell variety after synth</td><td>43</td></tr>
<tr><td>Cell type with the highest aggregate area in the netlist</td><td>sky130_fd_sc_hd__dfxtp_1</td></tr>
<tr><td>Area share of the largest cell type after synthesis</td><td>0.356</td></tr>
<tr><td>Sequential element share of the synthesized area</td><td>0.356</td></tr>
<tr><td>Post-synth ARST share</td><td>0</td></tr>
<tr><td>Post-Synthesis Cells</td><td>106</td></tr>
<tr><th colspan="2">Critical path</th></tr>
<tr><td>Critical path required time</td><td>approximately 2.3 ns</td></tr>
<tr><td>CP Cell Sequence</td><td>or4_4 &gt; and2_1 &gt; ha_1 &gt; mux2_4</td></tr>
<tr><td>Setup slack on the worst flop-to-flop path</td><td>approximately 0.34 ns</td></tr>
<tr><td>Capturing element of the worst setup path</td><td>lockout_check[1]$_DFF_P_</td></tr>
<tr><td>Type of the setup path with the least slack</td><td>reg -&gt; reg</td></tr>
<tr><td>Highest net fanout along the worst path</td><td>10</td></tr>
<tr><td>Number of buffers and inverters on the critical path</td><td>0</td></tr>
<tr><td>Worst reg2reg path endpoint</td><td>lockout_check[1]$_DFF_P_</td></tr>
<tr><td>First element of the critical path</td><td>count[3]$_SDFF_PP1_</td></tr>
<tr><td>Cell class contributing the biggest share of worst-path delay</td><td>simple AND/OR/NAND/NOR gates</td></tr>
<tr><td>Type of element launching the critical path</td><td>flip-flop</td></tr>
<tr><td>Slowest cell on crit path</td><td>sky130_fd_sc_hd__or4_4</td></tr>
<tr><td>Category of the worst setup path capture point</td><td>flip-flop</td></tr>
<tr><td>Worst Reg-to-Reg Cells</td><td>4</td></tr>
<tr><td>Maximum single-stage delay on the critical path</td><td>approximately 0.56 ns</td></tr>
<tr><td>Worst path arrival time</td><td>1.99 ns</td></tr>
<tr><td>Count of cell instances traversed by the critical path</td><td>4</td></tr>
<tr><td>Worst r2r src</td><td>count[3]$_SDFF_PP1_</td></tr>
<tr><th colspan="2">Global routing</th></tr>
<tr><td>Largest net degree at the start of global routing</td><td>19</td></tr>
<tr><td>Remaining global-route overflow</td><td>0</td></tr>
<tr><td>Overall routing resource usage</td><td>0.0364</td></tr>
<tr><td>Wire length of the first global-routing pass</td><td>3240 microns</td></tr>
<tr><td>Antenna violations before repair</td><td>0</td></tr>
<tr><td>Vias in the first global route</td><td>between 600 and 700</td></tr>
<tr><th colspan="2">Outcome</th></tr>
<tr><td>Status</td><td>completed</td></tr>
<tr><th colspan="2">Job</th></tr>
<tr><td>Max-cap viol count</td><td>0</td></tr>
<tr><td>Tool warnings</td><td>25</td></tr>
<tr><th colspan="2">Worst hold path</th></tr>
<tr><td>Type of the tightest min-delay check</td><td>reg -&gt; reg</td></tr>
</table>
[worst min-delay path by stage]
stage                      from               end  cells after the start
4_1_cts   state_next[3]$_DFF_P_  state[3]$_DFF_P_                      0
5_1_grt   state_next[3]$_DFF_P_  state[3]$_DFF_P_                      0
6_report  state_next[3]$_DFF_P_  state[3]$_DFF_P_                      0
[cell families after synthesis]
| group | synth area share |
|---|---|
| simple gates | 0.262 |
| compound gates | 0.250 |
| buf+inv | 0.0514 |
| flops | 0.356 |
| xor+xnor | 0.0389 |
| fa+ha+maj | 0.0250 |
| mux | 0.0167 |
[registers in the layout, summed over array words and instances (netlist names)]
signal,count
lockout_check,4
state,4
state_next,4
count,4
[through the flow]
step                power (uW)  setup WS [ns]  hold slack (ns)   util  cells
CTS                       1460          0.356            0.349  0.174    189
finish                    1450          0.342            0.353  0.174    189
global placement          1200          0.281            0.333  0.166    185
global route              1580          0.301            0.353  0.174    189
detailed placement        1190          0.270            0.334  0.166    185
floorplan                 1010          0.436            0.325      -    106
[layout make-up]
cell class / count / area (sq um) / area share
flip-flops and latches: 16 / 320 / 0.289
well taps: 77 / 96.3 / 0.0870
repair buffers: 10 / 90.1 / 0.0814
inverters: 3 / 11.3 / 0.0102
clock buffers: 4 / 55.1 / 0.0497
multi-input cells: 79 / 534 / 0.482
[synth_stat cells (3+ instances only)]
cell and n:
sky130_fd_sc_hd__a21oi_1 5, sky130_fd_sc_hd__a31oi_1 4, sky130_fd_sc_hd__buf_2 4, sky130_fd_sc_hd__clkbuf_1 3
sky130_fd_sc_hd__dfxtp_1 16, sky130_fd_sc_hd__nand2_1 11, sky130_fd_sc_hd__nand2b_1 4, sky130_fd_sc_hd__nor2_1 4
sky130_fd_sc_hd__nor2b_1 3, sky130_fd_sc_hd__o211ai_1 3, sky130_fd_sc_hd__o21ai_0 4, sky130_fd_sc_hd__o21ai_1 4
[report_power, final]
| part | switching (uW) | leakage, uW | total (uW) | internal (uW) |
|---|---|---|---|---|
| clock | 103 | 0.0000288 | 261 | 159 |
| sequential | 193 | 0.000133 | 594 | 401 |
| combinational | 275 | 0.000222 | 600 | 325 |
| total | 571 | 0.000384 | 1450 | 884 |
[per-layer routing]
| metal | wire length [microns] | global-route usage | vias to the layer above |
|---|---|---|---|
| li1 | - | - | 405 |
| met1 | 931 | 0.0505 | 362 |
| met2 | 898 | 0.0585 | 19 |
| met3 | 64 | 0.00277 | 2 |
| met4 | 42 | 0.0118 | 0 |
| met5 | 0 | 0 | - |
[worst reg2reg max path: cells and delay by family, from the launching register on]
family	cells	cell delay (ns)
adder cells (fa/ha/maj)	1	0.29
AND/OR/NAND/NOR	2	0.78
multiplexers	1	0.26
flip-flops	1	0.42
Power is estimated from default activity; no workload was simulated.
