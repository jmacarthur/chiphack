### flow/config.mk
export PLATFORM = sky130hd
export DESIGN_NAME = chip
export DESIGN_NICKNAME = chip
export VERILOG_FILES = /design/flow/design.v
export SDC_FILE = /design/flow/constraint.sdc
export NUM_CORES = 4
export LEC_CHECK = 1
export CORE_AREA = 10 10 99 99
export DIE_AREA = 0 0 109 109
### flow/constraint.sdc
current_design chip

set clk_period 6.0
set clk_io_pct 0.2

create_clock -name clk0 -period $clk_period [get_ports {clk}]

set non_clock_inputs [all_inputs -no_clocks]
set_input_delay [expr $clk_period * $clk_io_pct] -clock clk0 $non_clock_inputs
set_output_delay [expr $clk_period * $clk_io_pct] -clock clk0 [all_outputs]
### flow/design.v
module chip (
    input  clk,
    output [18:0] ADR,
    output [15:0] DAT,
    output RAMOE,
    output RAMWE,
    output RAMCS,
    output [55:0] PMOD
  );
  assign ADR[18:0] = {19{1'b0}};
  assign DAT[15:0] = {16{1'b0}};
  assign RAMOE = 1'b1;
  assign RAMWE = 1'b1;
  assign RAMCS = 1'b1;
  assign PMOD[51:0] = {52{1'bz}};
  count my_count (
    .clk   (clk),
    .leds (PMOD[55:52])
  );
endmodule
module count(input clk, output [3:0] leds);
	reg [26:0] count;
	reg [3:0] led;
	assign leds = led;
	always @(posedge clk) begin
	  count <= count + 1;
	  if (count[26])
	  	led = count[25:22];
	end
endmodule
### flow/run.sh
#!/bin/bash
# OpenROAD 26Q1-2900-gdf79404cd8, Yosys 0.63+post, stock flow scripts
make -C /OpenROAD-flow-scripts/flow DESIGN_CONFIG=/design/flow/config.mk WORK_HOME=/design/flow/orfs finish
==> job_summary.md <==
## PnR job results

| Metric | Value |
|---|---|
| Status | `finished, final reports clean` |
| Tot Pwr | `0.410 mW` |
| CTS Hold Buffers Added | `0` |
| WP buf/inv | `1` |
| Dominant flop cell | `dfxtp_1` |
| Number of buffers added on ports | `4` |
| WL/cell | `8.96 um` |
| Clock period minus worst slack | `2.25 ns` |
| Post-synthesis cell area | `0.00184 mm2` |
| Fraction of layout cells with a size suffix above 1 | `4.90%` |
| Maxcap violations | `0` |
| Non-Filler Instances | `306` |
| Startpoint Class | `register` |
| Setup Crit Path Kind | `register to output pin` |
| FFs w/ async S/R, synth | `0%` |
| Most frequent cell after synthesis | `buf_4` |
| CP Capture Type | `output pin` |
| CP arrival | `1.05 ns` |
| GRT Util Overall | `4.20%` |
| Tool warning count | `25` |
| CP delay by family, top | `buffers and inverters` |
| Yosys Instances | `194` |
| WL final | `2.74 mm` |
| Cell Rows | `32` |
| Slew Limit Fails | `0` |
| CTS root buf | `clkbuf_8` |
| Final Wtd Congestion | `0.724` |
| Remaining antenna violation count | `0` |
| Die Span X | `109 um` |
| DRC Markers | `0` |
| RSZ-0062 raised after global routing | `false` |
| IR Drop Worst-Case VDD | `0.109 mV` |
| Synth top cells by count | `buf_4 (90), dfxtp_1 (27), xnor2_1 (17), nand3_1 (15), xor2_1 (8)` |
| Placed cell area | `0.00167 mm2` |
| Sink Count | `31` |
| Tightest Pin Transition | `0.495 ns` |
| Vias per cell | `3.09` |
| Post-synth top area cell | `buf_4` |
| Fin. Hold Viols | `0` |
| Drt pass-1 iters | `4` |
| YS chip area | `0.00184 mm2` |
| Finish-stage setup viols | `0` |
| Final Skew | `0.00299 ns` |
| Dpl hpwl | `2.20 mm` |
| Ant. Diodes | `0` |
| Die area | `0.0119 mm2` |
| Data required time of the critical path | `4.80 ns` |
| YS warnings | `2` |
| Pwr Density | `231 mW/mm2` |
| Clock Path Buffers | `2` |
| Placed Cells | `298` |
| Initial DRC Count | `13` |
| First-pass GRT wire length | `4.25 mm` |
| Largest net degree at the start of global routing | `11` |
| Largest stage delay on the critical path | `0.46 ns` |
| Setup TNS | `0 ns` |
| Avg Synthesized Cell Area | `9.50 um2` |
| FP Core Util | `23.9%` |
| TritonCTS clock tree | `done` |
| Fin util | `22.9%` |
| Synth Instances | `194` |
| Synth flops | `31` |
| Worst path cell trace | `clkdlybuf4s50_1` |
| Slowest-stage cell, CP | `clkdlybuf4s50_1` |
| Unique cell type count in the Yosys netlist | `17` |
| Top Ports | `95` |
| Slew HR | `66.7%` |
| P_leak | `0.794 nW` |
| Die height | `109 um` |
| Number of enable flip-flop cells | `4` |
| Hold WC Path Type | `register to register` |
| Clock latency on the worst-skew pair | `0.28 ns` |
| Worst slack at placement | `4.04 ns` |
| H-tree depth | `2` |
| Seq share, synth | `35.8%` |
| Fmax | `445 MHz` |
| Grt total ovfl | `0` |
| Crit Path Max Fanout | `1` |
| DR vias | `945` |
| Cell area leaders | `buf_4 (37%), dfxtp_1 (29%), xnor2_1 (8.1%), edfxtp_1 (6.5%), nand3_1 (4.1%)` |
| Area leader share | `36.7%` |
| Area Growth Syn to Fin | `-3.80%` |
| Hold_ws | `0.408 ns` |
| Final critical-path setup slack | `3.75 ns` |
| Core area | `0.00773 mm2` |
| Fin area | `0.00177 mm2` |
| Post-CTS Setup Repair Bufs | `0` |
| Crit share post-route | `37.5%` |
| Vias in the first global route | `996` |
| Initial antenna violation count | `0` |
| Num CTS Buffers | `5` |
| Worst-path clk slew | `0.06 ns` |
| # resized after CTS | `0` |
[flip-flops by register name, summed over array words and instances (netlist names)]
signal and count:
my_count.led 4, my_count.count 27
[worst paths after layout]
| kind | slack [ns] | depth (start not counted) | start | end |
|---|---|---|---|---|
| max | 3.75 | 1 | my_count.led[0] | PMOD[52] |
| min | 0.41 | 1 | my_count.count[0] | my_count.count[0] |
| max reg2reg | 4.22 | 5 | my_count.count[0] | my_count.count[26] |
| min reg2reg | 0.41 | 1 | my_count.count[0] | my_count.count[0] |
[layer usage]
layer / routed length [um] / vias to the layer above / global-route usage, %
met4: 30 / 0 / 0.753
met1: 1300 / 420 / 5.34
li1: - / 465 / -
met2: 1200 / 56 / 6.60
met3: 220 / 4 / 1.79
met5: 0 / - / 0
[cells by family (layout without fill, tap and decap cells)]
kind of cell  after synthesis  count (layout)  synth area share, %
xor+xnor                   25              25                 11.9
simple gates               43              43                 14.1
flops                      31              31                 35.8
buf+inv                    92              14                 37.1
fa+ha+maj                   1               1                0.679
other cells                 2              90                0.407
[layout by cell type, fill, tap and decap left out, types with 5 or more instances in the layout]
cell	instances
xnor2_1	17
nor2_1	5
nand3_1	15
nand2_1	6
xor2_1	8
nand4_1	6
clkbuf_8	5
conb_1	90
and3_1	6
dfxtp_1	27
[cell type report]
class                   count  area, um2
clock buffers               5       68.8
clock inverters             3       38.8
fillers                   838       5950
inverters                   2       7.51
multi-input cells         159        830
flip-flops and latches     31        661
well taps                 102        128
repair buffers              4       40.0
[report_power, final]
group	leakage, nW	internal, mW	switching [mW]
sequential	0.264	0.209	0
combinational	0.475	0	0.00349
clock	0.0556	0.121	0.0754
Power and IR drop assume default switching activity.
